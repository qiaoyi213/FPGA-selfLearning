File: config.mk
export PLATFORM = sky130hd
export DESIGN_NAME = top_seg_595
export DESIGN_NICKNAME = top_seg_595
export VERILOG_FILES = /design/flow/design.v
export SDC_FILE = /design/flow/constraint.sdc
export NUM_CORES = 4
export LEC_CHECK = 1
export CORE_UTILIZATION = 40
File: constraint.sdc
current_design top_seg_595

set clk_period 7.3
set clk_io_pct 0.2

create_clock -name clk0 -period $clk_period [get_ports {sys_clk}]

set non_clock_inputs [all_inputs -no_clocks]
set_input_delay [expr $clk_period * $clk_io_pct] -clock clk0 $non_clock_inputs
set_output_delay [expr $clk_period * $clk_io_pct] -clock clk0 [all_outputs]
File: run.sh
#!/bin/bash
# OpenROAD 26Q1-2900-gdf79404cd8, Yosys 0.63+post, stock flow scripts
make -C /OpenROAD-flow-scripts/flow DESIGN_CONFIG=/design/flow/config.mk WORK_HOME=/design/flow/orfs finish
File: design.v
module bcd_8421 (
    input wire sys_clk,
    input wire sys_rst_n,
    input wire [13:0] data,
    output reg [3:0] unit,
    output reg [3:0] ten,
    output reg [3:0] hun,
    output reg [3:0] tho
);
reg [3:0] cnt_shift;  
reg [29:0] data_shift;  
reg shift_flag;
always@(posedge sys_clk or negedge sys_rst_n)
    if(sys_rst_n == 1'b0)
        cnt_shift <= 4'd0;
    else if((cnt_shift == 4'd15) && (shift_flag == 1'b1))
        cnt_shift <= 4'd0;
    else if(shift_flag == 1'b1)
        cnt_shift <= cnt_shift + 1'b1;
    else 
        cnt_shift <= cnt_shift;
always@(posedge sys_clk or negedge sys_rst_n)
    if(sys_rst_n == 1'b0)
        data_shift <= 30'b0;
    else if(cnt_shift == 4'd0)
        data_shift <= {16'b0,data};
    else if((cnt_shift <= 14) && (shift_flag == 1'b0))
        begin 
            data_shift[17:14] <= (data_shift[17:14] > 4) ? (data_shift[17:14] + 2'd3) : (data_shift[17:14]);
            data_shift[21:18] <= (data_shift[21:18] > 4) ? (data_shift[21:18] + 2'd3) : (data_shift[21:18]);
            data_shift[25:22] <= (data_shift[25:22] > 4) ? (data_shift[25:22] + 2'd3) : (data_shift[25:22]);
            data_shift[29:26] <= (data_shift[29:26] > 4) ? (data_shift[29:26] + 2'd3) : (data_shift[29:26]);
        end
    else if((cnt_shift <= 14) && (shift_flag == 1'b1))
        data_shift <= data_shift << 1;
    else 
        data_shift <= data_shift;
always@(posedge sys_clk or negedge sys_rst_n)
    if(sys_rst_n == 1'b0)
        shift_flag <= 1'b0;
    else
        shift_flag <= ~shift_flag;
always@(posedge sys_clk or negedge sys_rst_n)
    if(sys_rst_n ==1'b0)
        begin 
            unit <= 4'b0;
            ten <= 4'b0;
            hun <= 4'b0;
            tho <= 4'b0;
        end
    else if(cnt_shift == 4'd15)
        begin
            unit <= data_shift[17:14];
            ten <= data_shift[21:18];
            hun <= data_shift[25:22];
            tho <= data_shift[29:26];
        end
endmodule
module data_gen
#(
    parameter CNT_MAX = 23'd4999_999,
    parameter DATA_MAX = 14'D9999
)
(
    input wire sys_clk,
    input wire sys_rst_n,
    output reg [13:0] data,  
    output reg [3:0] point,  
    output reg seg_en,
    output reg sign
);
reg [22:0] cnt_100ms;
reg cnt_flag;
always@(posedge sys_clk or negedge sys_rst_n)
    if(sys_rst_n == 1'b0)
        cnt_100ms <= 23'd0;
    else if(cnt_100ms == CNT_MAX)
        cnt_100ms <= 23'd0;
    else 
        cnt_100ms <= cnt_100ms + 1'b1;
always@(posedge sys_clk or negedge sys_rst_n)
    if(sys_rst_n == 1'b0)
        cnt_flag <= 1'b0;
    else if(cnt_100ms == CNT_MAX - 1'b1)
        cnt_flag <= 1'b1;
    else 
        cnt_flag <= 1'b0;
always@(posedge sys_clk or negedge sys_rst_n)
    if(sys_rst_n == 1'b0)
        data <= 14'd0;
    else if((data == DATA_MAX) && (cnt_flag == 1'b1))
        data <= 14'd0;
    else if(cnt_flag == 1'b1)
        data <= data + 1'b1;
    else 
        data <= data;
always@(posedge sys_clk or negedge sys_rst_n)
    if(sys_rst_n == 1'b0)
        seg_en <= 1'b0;
    else 
        seg_en <= 1'b1;
endmodule
module hc595_ctrl
(
    input wire sys_clk,
    input wire sys_rst_n,
    input wire [3:0] sel,
    input wire [7:0] seg,
    output reg stcp,
    output reg shcp,
    output reg ds,
    output wire oe
);
reg [1:0] cnt_4;
reg [3:0] cnt_bit;
wire [11:0] data;
assign data = {seg[0],seg[1],seg[2],seg[3],seg[4],seg[5],seg[6],seg[7],sel};
assign oe = ~sys_rst_n;
always@(posedge sys_clk or negedge sys_rst_n)
    if(sys_rst_n == 1'b0)
        cnt_4 <= 2'b0;
    else if(cnt_4 == 2'd3)
        cnt_4 <= 2'd0;
    else 
        cnt_4 <= cnt_4 + 1'b1;
always@(posedge sys_clk or negedge sys_rst_n)
    if(sys_rst_n == 1'b0)
        cnt_bit <= 4'd0;
    else if(cnt_4 == 2'd3 && cnt_bit == 4'd11)
        cnt_bit <= 4'd0;
    else if(cnt_4 == 2'd3)
        cnt_bit <= cnt_bit + 1'b1;
    else 
        cnt_bit <= cnt_bit;
always@(posedge sys_clk or negedge sys_rst_n)
    if(sys_rst_n == 1'b0)
        stcp <= 1'b0;
    else if(cnt_bit == 4'b11 && cnt_4 == 2'd3)
        stcp <= 1'b1;
    else 
        stcp <= 1'b0;
always@(posedge sys_clk or negedge sys_rst_n)
    if(sys_rst_n == 1'b0)
        shcp <= 1'b0;
    else if(cnt_4 >= 4'd2)
        shcp <= 1'b1;
    else 
        shcp <= 1'b0;
always@(posedge sys_clk or negedge sys_rst_n)
    if(sys_rst_n == 1'b0)
        ds <= 1'b0;
    else if(cnt_4 == 2'd0)
        ds <= data[cnt_bit];
    else
        ds <= ds;
endmodule
module seg_595_dynamic 
(
    input wire sys_clk,
    input wire sys_rst_n,
    input wire [13:0] data,
    input wire [3:0] point,
    input wire seg_en,
    input wire sign,
    output wire stcp,
    output wire shcp,
    output wire ds,
    output wire oe
);
wire [5:0] sel;
wire [7:0] seg;
seg_dynamic seg_dynamic_inst
(
    .sys_clk(sys_clk),
    .sys_rst_n(sys_rst_n),
    .data(data),
    .point(point),
    .seg_en(seg_en),
    .sign(sign),
    .sel(sel),
    .seg(seg)
);
hc595_ctrl hc595_ctrl_inst
(
    .sys_clk(sys_clk),
    .sys_rst_n(sys_rst_n),
    .sel(sel),
    .seg(seg),
    .stcp(stcp),
    .shcp(shcp),
    .ds(ds),
    .oe(oe)
);
endmodule
module seg_dynamic
(
    input wire sys_clk,
    input wire sys_rst_n,
    input wire [3:0] point,
    input wire [13:0] data,
    input wire sign,
    input wire seg_en,
    output reg [3:0] sel,
    output reg [7:0] seg
);
parameter CNT_MAX = 16'd49_999;
wire [3:0] unit;
wire [3:0] ten;
wire [3:0] hun;
wire [3:0] tho;
reg [15:0] data_reg;
reg [15:0] cnt_1ms;
reg flag_1ms;
reg [2:0] cnt_sel;
reg [3:0] sel_reg;
reg [3:0] data_disp;
reg dot_disp;
always@(posedge sys_clk or negedge sys_rst_n)
    if(sys_rst_n == 1'b0)
        data_reg <= 15'b0;
    else if((tho) || point[3])  
        data_reg <= {tho,hun,ten,unit};
    else if(((hun) || point[2]) && (sign == 1'b1))
        data_reg <= {4'd10,hun,ten,unit};
    else if((hun) || point[2] && (sign == 1'b0))
        data_reg <= {4'd11,hun,ten,unit};
    else if(((ten) || point[1]) && (sign == 1'b1))
        data_reg <= {4'd11,4'd10,ten,unit};
    else if(((ten) || point[1]) && (sign == 1'b0))
        data_reg <= {4'd11,4'd11,ten,unit};
    else if(((unit) || point[0]) && (sign == 1'b1))
        data_reg <= {4'd11,4'd11,4'd10,unit};
    else
        data_reg <= {4'd11,4'd11,4'd11,unit};
always@(posedge sys_clk or negedge sys_rst_n)
    if(sys_rst_n == 1'b0)
        cnt_1ms <= 16'd0;
    else if(cnt_1ms == CNT_MAX)
        cnt_1ms <= 16'd0;
    else 
        cnt_1ms <= cnt_1ms + 1'b1;
always@(posedge sys_clk or negedge sys_rst_n)
    if(sys_rst_n == 1'b0)
        flag_1ms <= 1'b0;
    else if(cnt_1ms == CNT_MAX - 1'b1)
        flag_1ms <= 1'b1;
    else 
        flag_1ms <= 1'b0;
always@(posedge sys_clk or negedge sys_rst_n)
    if(sys_rst_n == 1'b0)
        cnt_sel <= 3'd0;
    else if((cnt_sel == 3'd5) && (flag_1ms == 1'b1))
        cnt_sel <= 3'd0;
    else if(flag_1ms == 1'b1)
        cnt_sel <= cnt_sel + 1'b1;
    else 
        cnt_sel <= cnt_sel;
always@(posedge sys_clk or negedge sys_rst_n)
    if(sys_rst_n == 1'b0)
        sel_reg <= 4'b0000;
    else if((cnt_sel == 3'd0) && (flag_1ms == 1'b1))
        sel_reg <= 4'b0001;
    else if(flag_1ms == 1'b1)
        sel_reg <= sel_reg << 1;
    else 
        sel_reg <= sel_reg;
always@(posedge sys_clk or negedge sys_rst_n)
    if(sys_rst_n == 1'b0)
        data_disp <= 4'b0;
    else if((seg_en == 1'b1) && (flag_1ms == 1'b1))
        case(cnt_sel)
        3'd0: data_disp <= data_reg[3:0];
        3'd1: data_disp <= data_reg[7:4];
        3'd2: data_disp <= data_reg[11:8];
        3'd3: data_disp <= data_reg[15:12];
        default : data_disp <= 4'b0;
        endcase
    else 
        data_disp <= data_disp;
always@(posedge sys_clk or negedge sys_rst_n)
    if(sys_rst_n == 1'b0)
        dot_disp <= 1'b1;
    else if(flag_1ms == 1'b1)
        dot_disp <= ~point[cnt_sel];
    else 
        dot_disp <= dot_disp;
always@(posedge sys_clk or negedge sys_rst_n)
    if(sys_rst_n == 1'b0)
        seg <= 8'b1111_1111;
    else 
        case(data_disp)
            4'd0: seg <= {dot_disp,7'b100_0000};
            4'd1: seg <= {dot_disp,7'b111_1001};
            4'd2: seg <= {dot_disp,7'b010_0100};
            4'd3: seg <= {dot_disp,7'b011_0000};
            4'd4: seg <= {dot_disp,7'b001_1001};
            4'd5: seg <= {dot_disp,7'b001_0010};
            4'd6: seg <= {dot_disp,7'b000_0010};
            4'd7: seg <= {dot_disp,7'b111_1000};
            4'd8: seg <= {dot_disp,7'b000_0000};
            4'd9: seg <= {dot_disp,7'b001_0000};
            4'd10: seg <= 8'b1011_1111;  
            4'd11: seg <= 8'b1111_1111;  
            default: seg <= 8'b1100_0000;
        endcase
always@(posedge sys_clk or negedge sys_rst_n)
    if(sys_rst_n == 1'b0)
        sel <= 4'b0000;
    else 
        sel <= sel_reg;
bcd_8421 bcd_8421_inst
(
    .sys_clk(sys_clk),
    .sys_rst_n(sys_rst_n),
    .data(data),
    .unit(unit),
    .ten(ten),
    .hun(hun),
    .tho(tho)
);
endmodule
module top_seg_595
(
    input wire sys_clk,
    input wire sys_rst_n,
    output wire stcp,
    output wire shcp,
    output wire ds,
    output wire oe
);
wire [13:0] data;
wire [3:0] point;
wire seg_en;
wire sign;
data_gen data_gen_inst
(
    .sys_clk(sys_clk),
    .sys_rst_n(sys_rst_n),
    .data(data),
    .point(point),
    .seg_en(seg_en),
    .sign(sign)
);
seg_595_dynamic seg_595_dynamic_inst
(
    .sys_clk(sys_clk),
    .sys_rst_n(sys_rst_n),
    .data(data),
    .point(point),
    .seg_en(seg_en),
    .sign(sign),
    .stcp(stcp),
    .shcp(shcp),
    .ds(ds),
    .oe(oe)
);
endmodule
==> impl_metrics.json <==
{
  "status": "finished clean",
  "place.port_buffers": 5,
  "timing.reg2reg.worst_path_depth": 6,
  "dr_total_vias": 4860,
  "tool_warnings": 38,
  "combinational_power_share_pct": 1.0,
  "critical_path.endpoint_type": "output port",
  "final_critical_path_setup_slack_ns": 3.442,
  "power.density_cell_area_nw_per_um2": 222.4,
  "crit_chain": "buf_6 > inv_1 > clkdlybuf4s50_1",
  "routed_wire_length_per_instance_um": 13.51,
  "power_leakage_nw": 3.498,
  "h_tree_level_count": 4,
  "antenna_found_initial": 0,
  "ys.flops": 154,
  "residual_drc": 0,
  "maxSlewViolCount": 0,
  "detail_route.first_pass.iterations": 4,
  "drt.antenna.violating_nets": 0,
  "drive_above_1_share_pct": 9.585,
  "total_power_mw": 1.786,
  "final_layout_top_logic_cells": "sky130_fd_sc_hd__dfrtp_1, sky130_fd_sc_hd__nand2_1, sky130_fd_sc_hd__o21ai_0",
  "worst_path_max_delay_cell": "sky130_fd_sc_hd__buf_6",
  "worst_ir_drop_vdd_mv": 0.1773,
  "place_worst_setup_slack_ns": 3.390,
  "startpoint_type_of_the_worst_setup_path": "primary input",
  "floorplan.rows": 48,
  "finalSetupViolCount": 0,
  "switching_share_pct": 19.51,
  "placed_cells": 892,
  "yosys_warnings": 11,
  "cap_viol_max_count": 0,
  "top_layer_used": "met4",
  "synthesis.instances": 679,
  "grt_pass1_vias": 4665,
  "worstPathMaxFanout": 57,
  "synth_async_sr_flop_share_pct": 100.0,
  "antenna-diode-count": 0,
  "dp.final_hpwl_mm": 8.133,
  "clock_insertion_delay_worst_skew_ns": 0.41,
  "core-area_um2": 17360,
  "grt_max_degree": 60,
  "num_io_pins": 6,
  "chip_area_um2": 18350,
  "finalCritPeriodShare_pct": 52.84,
  "met1Wirelength_mm": 6.204,
  "syn_area_per_cell_um2": 10.49,
  "synth.yosys.chip_area_um2": 7123,
  "die.size.x_um": 135.4,
  "slew-limit-headroom_pct": 37.56,
  "detail_route.iter0.violations": 346,
  "finalSetupTns_ns": 0,
  "routed-wl-met2_mm": 5.697,
  "gp_routability_congestion": 0.8485,
  "clock_path_buffers": 2,
  "clkPwrFrac_pct": 51.2,
  "post_synth_instance_area_um2": 7123,
  "critical_path.max_stage_delay_ns": 0.41,
  "starting_utilization_of_the_core_area_pct": 41.04,
  "dominantRegCellSynth": "sky130_fd_sc_hd__dfrtp_1",
  "setup.worst_path.class": "in -> out",
  "ctsResizeCount": 0,
  "worstPathRequired_ns": 5.84,
  "post_cts_repair_timing_setup_buffer_count": 0,
  "internal_power_component_mw": 1.438,
  "max_freq_ghz": 0.2592,
  "drt-total-wl_mm": 12.48,
  "cts_sinks": 154,
  "dieHeight_um": 135.4,
  "synth-edff-count": 0,
  "synth.distinct_cells": 61,
  "master_cell_of_the_clock_root_buffer": "sky130_fd_sc_hd__clkbuf_16",
  "postCtsHoldBufs": 0,
  "period_needed_ns": 3.858,
  "crit_arrival_ns": 2.40,
  "wire_length_of_the_first_global_routing_pass_mm": 21.58,
  "aggregate_global_route_resource_usage_pct": 14.98,
  "fin_worst_skew_ns": 0.006827,
  "gr-total-overflow": 0,
  "type_of_the_worst_min_delay_path": "reg -> reg",
  "fraction_of_power_consumed_by_sequential_logic_pct": 47.8,
  "cts_buffers": 17,
  "area.growth.synth_to_final_pct": 12.75,
  "yosysSeqAreaShare_pct": 54.22,
  "clk_pin_slew_ns": 0.06,
  "routed_via_density": 5.260,
  "ys_cells": 679,
  "worst_slew_pin_slew_ns": 0.9295,
  "number_of_cells_traversed_by_the_worst_hold_path": 0,
  "total_switching_power_uw": 348.6,
  "rsz0062_at_grt": "false",
  "finalHoldViolations": 0,
  "layout_top_cell": "sky130_fd_sc_hd__dfrtp_1",
  "tritoncts": "yes",
  "layoutNonFillerInstCount": 924,
  "route.met3.wl_um": 478
}
-- power by group through the flow --
stage	clock [mW]	sequential, mW	combinational, mW
4_1_cts	0.938	0.854	0.0197
5_1_grt	0.979	0.854	0.0217
6_report	0.914	0.854	0.0180
-- area by class of cell --
| type | instances | area (um2) |
|---|---|---|
| Multi-Input combinational cell | 470 | 3053 |
| Tap cell | 225 | 281.5 |
| Fill cell | 1498 | 9325 |
| Timing Repair Buffer | 11 | 96.34 |
| Clock buffer | 21 | 450.4 |
| Clock inverter | 11 | 167.7 |
| Inverter | 32 | 120.1 |
| Sequential cell | 154 | 3862 |
-- synthesized netlist by cell type (all sizes together), types with 3 or more instances --
cell     instances  area [um2]
dfrtp          147        3679
inv             32       120.1
nor4b            3       26.28
ha              25       312.8
o2bb2ai          4       35.03
a22oi            4       30.03
xor2            13       113.9
a21oi           33       168.9
nor2b            3       18.77
a31oi            9       56.30
dfstp            7       183.9
nand2b          10       62.56
nand4           13       87.58
nor4            13       96.34
nor3b            3       22.52
a211oi           4       30.03
nand2           75       289.0
mux2            10       112.6
o31ai            7       52.55
xnor2           29       254.0
or4              6       50.05
and3             7       43.79
a222oi           4       40.04
nor2            44       165.2
buf              4       21.27
mux2i           15       150.1
o211a            3       30.03
nand3           26       135.1
or3              7       45.05
clkbuf          19       71.32
o21ai           47       235.2
o22ai           11       68.82
nor3            17       85.08
-- metal layers --
| metal | GRT usage [%] | vias up |
|---|---|---|
| li1 | - | 2427 |
| met1 | 23.52 | 2347 |
| met2 | 22.99 | 81 |
| met3 | 3.284 | 5 |
| met4 | 1.498 | 0 |
| met5 | 0 | - |
-- worst paths after layout --
check,slack [ns],end,start
setup / recovery,3.44,oe,sys_rst_n
hold / removal,0.37,seg_595_dynamic_inst.seg_dynamic_inst.sel[3]$_DFF_PN0_,seg_595_dynamic_inst.seg_dynamic_inst.sel_reg[3]$_DFFE_PN0P_
setup reg to reg,5.06,flip-flop,flip-flop
hold reg to reg,0.37,seg_595_dynamic_inst.seg_dynamic_inst.sel[3]$_DFF_PN0_,seg_595_dynamic_inst.seg_dynamic_inst.sel_reg[3]$_DFFE_PN0P_
max in group asynchronous,5.12,async pin,sys_rst_n
min in group asynchronous,1.01,seg_595_dynamic_inst.hc595_ctrl_inst.stcp$_DFF_PN0_,sys_rst_n
-- logic make-up after synthesis --
family,Yosys count,share of synthesized area [%]
compound gates,137,11.80
buf+inv,55,2.986
mux,27,4.321
simple gates,238,17.06
fa+ha+maj,25,4.391
flops,154,54.22
other cells,1,0.05265
xor+xnor,42,5.164
-- per-stage QoR --
stage | area, um2 | hold slack [ns] | utilization, %
floorplan | 7123 | 0.3486 | -
global placement | 7413 | 0.3580 | 42.71
detailed placement | 7413 | 0.3598 | 42.71
CTS | 8031 | 0.3690 | 46.27
global route | 8031 | 0.3841 | 46.27
finish | 8031 | 0.3663 | 46.27
-- critical path, delay by kind of cell --
family,cells,cell delay [ns]
buf+inv,3,0.90
No activity file was given, so power comes from the tool's default toggle rates.
