$ cat design/flow/config.mk
export PLATFORM = sky130hd
export DESIGN_NAME = water_led
export DESIGN_NICKNAME = water_led
export VERILOG_FILES = /design/flow/design.v
export SDC_FILE = /design/flow/constraint.sdc
export NUM_CORES = 4
export LEC_CHECK = 1
export CORE_AREA = 10 10 98 98
export DIE_AREA = 0 0 108 108
$ cat design/flow/constraint.sdc
current_design water_led

set clk_period 4.2
set clk_io_pct 0.2

create_clock -name clk0 -period $clk_period [get_ports {sys_clk}]

set non_clock_inputs [all_inputs -no_clocks]
set_input_delay [expr $clk_period * $clk_io_pct] -clock clk0 $non_clock_inputs
set_output_delay [expr $clk_period * $clk_io_pct] -clock clk0 [all_outputs]
$ cat design/flow/design.v
module water_led
#(
	parameter CNT_MAX = 25'd24_999_999
)
(
	input wire sys_clk,
	input wire sys_rst_n,
	output wire [3:0] led_out
);
reg [24:0] cnt;
reg cnt_flag;
reg [3:0] led_out_reg;
always@(posedge sys_clk or negedge sys_rst_n)
	if(sys_rst_n == 1'b0)
		cnt <= 25'b0;
	else if(cnt == CNT_MAX)
		cnt <= 25'b0;
	else 
		cnt <= cnt + 1'b1;
always@(posedge sys_clk or negedge sys_rst_n)
	if(sys_rst_n == 1'b0)
		cnt_flag <= 1'b0;
	else if(cnt == CNT_MAX - 1)
		cnt_flag <= 1'b1;
	else 
		cnt_flag <= 1'b0;
always@(posedge sys_clk or negedge sys_rst_n)
	if(sys_rst_n == 1'b0)
		led_out_reg <= 4'b0001;
	else if(led_out_reg == 4'b1000 && cnt_flag == 1'b1)
		led_out_reg <= 4'b0001;
	else if(cnt_flag == 1'b1)
		led_out_reg <= led_out_reg << 1'b1;
assign led_out = ~led_out_reg;
endmodule
$ cat design/flow/run.sh
#!/bin/bash
# OpenROAD 26Q1-2900-gdf79404cd8, Yosys 0.63+post, stock flow scripts
make -C /OpenROAD-flow-scripts/flow DESIGN_CONFIG=/design/flow/config.mk WORK_HOME=/design/flow/orfs finish
==> out/results.txt <==
CP bufs+invs: 2
full die area: 0.0117 mm²
vias in the first global route: 991
Die X: 108 µm
maximum clock path buffer count: 2
reg2reg start: cnt[0]
Skew-Pair Late Insertion Delay: 0.28 ns
Hold Startpoint: led_out_reg[2]
Registers, synthesis: 30
Max Freq: 473 MHz
cell area after synthesis: 0.00143 mm²
headroom to the max-slew limit: 64.9%
DRT Pass-1 Iters: 4
biggest area cells: dfrtp_1, xnor2_1, nand3_1, o21ai_0, xor2_1
Init Core Util: 18.7%
post-synthesis async set-or-reset flop share: 100%
startpoint types: flip-flop
Log Warnings: 26
Leak: 0.702 nW
final setup TNS: 0 ns
Yosys Chip Area: 0.00143 mm²
post-layout util: 22.2%
leading cell type by number of instances after synthesis: dfrtp_1
crit path cell chain: inv_1 -> clkdlybuf4s50_1
maximum VDD drop: 0.111 mV
Netlist cell types: 30
Setup Buffers After CTS: 0
Num CTS Buffers: 5
max-cap violations: 0
Syn Inst Count: 142
cell type with the largest total area: dfrtp_1
placed cell area: 0.00160 mm²
most frequent cells after synthesis: dfrtp_1, nand3_1, o21ai_0, nand2_1
Worst EP required: 3.36 ns
max FFs per register: 25
Setup CP Type: flip-flop to primary output
number of synthesis warnings: 1
post-DP HPWL: 1850 µm
grt ovf: 0
Hold WS: 0.479 ns
CORE AREA: 0.00765 mm²
Avg Inst Size Synth: 10.1 µm²
Residual DRC: 0
pwr dens: 315 mW/mm²
non-filler instance count after layout: 255
H-tree Lvls: 2
Die Height: 108 µm
CP top delay family: flip-flops
wire per inst: 10.6 µm
Top-area cell share: 50.6%
Final setup viols: 0
post-route setup slack: 2.09 ns
RSZ-0062 raised after global routing: no
count of buffers from port buffering: 5
Place WS: 2.32 ns
initial antenna violation count: 0
first-pass GRT wire length: 4720 µm
WL final: 2720 µm
Total Power: 0.534 mW
post-layout min period: 2.11 ns
Clock Sinks: 30
hold buffers post-CTS: 0
Total GRT Usage: 4.81%
DR vias: 1056
Hold WC Path Type: flip-flop to flip-flop
CP arrival: 1.27 ns
layout cells sized above 1: 9.80%
Placer Congestion: 0.804
fin area: 0.00170 mm²
dpl cells: 247
IO Pins: 6
GRT Max-Usage Layer: met2
Starting DRT DRC Count: 76
Post-DRT Antenna Nets: 0
fin. max-slew vios: 0
largest net degree at the start of global routing: 31
area delta synth->final: 18.2%
Clock transition at path regs: 0.06 ns
Worst Setup End Kind: primary output
met2 GRT Util: 7.33%
CP max stage delay: 0.54 ns
Synth Seq Share: 52.4%
CP Max Fanout: 3
row cnt: 32
Post-CTS Resized: 0
M3 GR Usage: 1.51%
final setup skew: 0.00676 ns
Dominant flop cell: dfrtp_1
# Cells Yosys: 142
crit path from: led_out_reg[0]
TritonCTS clock tree: built
fillers: 800
EDFF count, synth: 0
# diodes: 0
final period utilization: 50.3%
worst slew pin tran: 0.522 ns
final hold vios: 0
status: finished clean
CTS Root Cell: clkbuf_8
CP max-delay cell: dfstp_2
met1 GRT Util: 6.65%
DR vias/cell: 4.14
[cell families after synthesis]
kind of cell / Yosys count / share of synthesized area, %
AND-OR/OR-AND: 24 / 9.07
AND/OR/NAND/NOR: 63 / 25.7
XOR/XNOR: 13 / 7.94
buffers and inverters: 10 / 3.14
adder cells (fa/ha/maj): 2 / 1.74
flip-flops: 30 / 52.4
[cell usage in the layout, fill, tap and decap left out, drive strengths merged]
master	n
or3	6
dfstp	1
clkinv	1
and4	5
nand3	11
or4	5
dfrtp	29
a21oi	9
o31ai	4
clkbuf	7
xor2	6
and2	1
nor2	9
inv	6
nand2	11
ha	2
nor3	2
nand4	4
o21ai	11
clkdlybuf4s50	5
nor4b	1
xnor2	7
and4b	1
and3	4
nor2b	1
nor4	2
buf	2
[final timing paths]
check / to / slack, ns / depth (start not counted)
max in group asynchronous: led_out_reg[0] / 2.94 / 2
hold reg to reg: led_out_reg[3] / 0.48 / 2
hold / removal: led_out_reg[3] / 0.48 / 2
setup reg to reg: cnt[24] / 2.30 / 5
setup / recovery: led_out[0] / 2.09 / 2
min in group asynchronous: cnt[17] / 0.95 / 2
[power by group]
part           leakage, nW  internal [mW]  switching (mW)  total [mW]
logic                0.247        0.00142         0.00541     0.00683
registers            0.406          0.289               0       0.289
clock network       0.0482          0.132           0.106       0.238
[worst min-delay path: cells and delay by family, from the launching register on]
kind	cells	cell delay, ns
AND-OR/OR-AND	1	0.06
flip-flops	1	0.34
AND/OR/NAND/NOR	1	0.05
[area by class of cell]
class                      instances  area (µm²)  share of cell area [%]
clock buffer                       7        86.3                    5.09
multi-input combinational        102         637                    37.6
clock inverter                     1        5.00                   0.295
tap                              102         128                    7.53
inverter                           6        22.5                    1.33
timing repair buffer               7        65.1                    3.84
sequential                        30         752                    44.4
[metal layers]
layer	vias up	wire length [µm]	part of all wire [%]
li1	526	-	-
met1	508	1320	49
met2	18	1210	45
met3	4	125	4.6
met4	0	59	2.2
met5	-	0	0
No activity file was given, so power comes from the tool's default toggle rates.
