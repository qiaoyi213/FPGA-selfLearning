**flow/design.v**
```verilog
module counter
#( parameter CNT_MAX = 25'd24_999_999)
(
	input wire sys_clk,
	input wire sys_rst_n,
	output reg led_out
);
reg [24:0] cnt;
reg cnt_flag;
always@ (posedge sys_clk or negedge sys_rst_n)
	if(sys_rst_n == 1'b0)
		cnt <= 25'b0;
	else if(cnt == CNT_MAX)
		cnt <= 25'b0;
	else 
		cnt <= cnt +1'b1;
always@(posedge sys_clk or negedge sys_rst_n)
	if(sys_rst_n == 1'b0)
		cnt_flag <= 1'b0;
	else if(cnt == CNT_MAX - 25'b1)
		cnt_flag <= 1'b1;
	else 
		cnt_flag <= 1'b0;
always@(posedge sys_clk or negedge sys_rst_n)
	if(sys_rst_n == 1'b0)
		led_out <= 1'b0;
	else if(cnt == CNT_MAX)
		led_out <= ~led_out;
endmodule
```
**flow/run.sh**
```bash
#!/bin/bash
# OpenROAD 26Q1-2900-gdf79404cd8, Yosys 0.63+post, stock flow scripts
make -C /OpenROAD-flow-scripts/flow DESIGN_CONFIG=/design/flow/config.mk WORK_HOME=/design/flow/orfs finish
```
**flow/config.mk**
```make
export PLATFORM = sky130hd
export DESIGN_NAME = counter
export DESIGN_NICKNAME = counter
export VERILOG_FILES = /design/flow/design.v
export SDC_FILE = /design/flow/constraint.sdc
export NUM_CORES = 4
export LEC_CHECK = 1
export CORE_AREA = 10 10 91 91
export DIE_AREA = 0 0 101 101
```
**flow/constraint.sdc**
```tcl
current_design counter

set clk_period 6.0
set clk_io_pct 0.2

create_clock -name clk0 -period $clk_period [get_ports {sys_clk}]

set non_clock_inputs [all_inputs -no_clocks]
set_input_delay [expr $clk_period * $clk_io_pct] -clock clk0 $non_clock_inputs
set_output_delay [expr $clk_period * $clk_io_pct] -clock clk0 [all_outputs]
```
==> impl_metrics.toml <==
# flow metrics
[worst_setup_path]
arrival_ps = 1100
worst-endpoint-required_ps = 4800
path_buffers = 1
crit_fanout = 2
reg2reg_depth = 5
critPathSlowestCell = "clkdlybuf4s50_1"
start_kind = "register"
cp_top_family = "buffers and inverters"
critPathKind = "register to primary output"
cp_slowest_stage_delay_ps = 470
crit_cells = 1
crit_chain = "clkdlybuf4s50_1"
critPathCaptureType = "primary output"

[floorplanning]
die_w_um = 101
fp_util_pct = 20.93
rows = 29
io_pins = 3
core_mm2 = 0.006350
dieArea_mm2 = 0.01020
die_h_um = 101

[clock_network]
post_cts_buffers = 0
ctsHoldBuffers = 0
clock_latency_ps = 260
post_cts_resize_count = 0
cts_tree = "built"
root_buffer = "clkbuf_8"
clk_path_buf_depth = 2
clock-sinks = 26
h-tree-depth = 1
path_clk_slew_ps = 80
numCtsBuffers = 3

[final_timing]
hold_violations = 0
tns_ps = 0
period_needed_ps = 2298
period_used_pct = 38.29
slew_viol_final = 0
relSlewSlack_pct = 46.21
tightestPinTransition_ps = 800.9
setup_violations = 0
rsz0062_at_grt = "no"
fmax_mhz = 435.2
skew_ps = 4.637

[global_routing]
antenna_found_initial = 0
grt_max_degree = 27
overflow = 0
grt_usage_pct = 4.970
grt_pass1_wl_um = 4291
grt_pass1_vias = 915

[detailed_routing]
drt-total-wl_um = 2352
drt_iter0_drc = 44
vias = 897
first_pass_iters = 4
wire_per_inst_um = 11.47
drc = 0
ant_nets = 0
num_antenna_cells = 0
vias_per_cell = 4.376

[flow_run]
tool_warnings = 25
drv_cap = 0

[power_and_ir_drop]
power_switching_uw = 53.03
power.internal_uw = 220.9
power_density_mw_per_mm2 = 187.8
leakagePower_nw = 0.6221
power.share.sequential_pct = 63.9
combPwrFrac_pct = 1.6
switching_share_pct = 19.36
pwr-share-clk_pct = 34.5
ir_drop_v = 0.0001254

[min_path]
hold_depth = 1
hold_path_class = "register to register"

[synth]
synth-edff-count = 0
yosys_cells = 127
syn_area_mm2 = 0.001329
synth_warnings = 1
top_area_share_pct = 48.96
top_cell = "dfrtp_1"
synth_cells = 127
ff_type = "dfrtp_1"
synth_cell_types = 32
syn_avg_cell_area_um2 = 10.46
top_area_cell = "dfrtp_1"
ys_seq_share_pct = 48.96
yosys_area_mm2 = 0.001329
synthTopCellsByArea = "dfrtp_1, xnor2_1, xor2_1"
ys.flops = 26
async_reset_ff_share_pct = 100.0
common_cells = "dfrtp_1, nand3_1, a21oi_1"

[outcome]
status = "finished clean"

[placed_design]
place_congestion = 0.8062
placedInstanceArea_mm2 = 0.001418
port_buffers = 2
dp_hpwl_um = 1611

[cells_and_area]
drive_gt1_share_pct = 8.594
fillers = 674
area_delta_synth_final_pct = 9.793
postLayoutCellArea_mm2 = 0.001459
[routing by layer]
metal	global-route usage [%]	wire length (um)	share of wire [%]
met4	0.4287	17	0.72
met3	1.178	83	3.5
met2	7.224	929	39
met5	0	0	0
met1	7.599	1321	56
[sequential cells by signal, summed over array words and instances (netlist names)]
register	cells
led_out	1
cnt	25
[worst paths after layout]
| check | start | to | slack, ps |
|---|---|---|---|
| setup / recovery | led_out | led_out | 3700 |
| hold / removal | led_out | led_out | 470 |
| setup reg to reg | cnt[0] | led_out | 3900 |
| hold reg to reg | led_out | led_out | 470 |
| max in group asynchronous | sys_rst_n | cnt[17] | 4440 |
| min in group asynchronous | sys_rst_n | cnt[8] | 1310 |
[layout by cell type (no fill, tap or decap), types with 2 or more instances in the layout]
cell type / instances
nor3_1: 3
xor2_1: 6
dfrtp_1: 26
nor2_1: 5
nand4_2: 2
or4_1: 4
nand4_1: 4
nand2b_1: 2
a21oi_1: 9
clkbuf_8: 3
xnor2_1: 6
and4_1: 3
clkdlybuf4s50_1: 2
and3_1: 3
o21ai_0: 6
nand3_1: 10
nand2_1: 7
o31ai_1: 5
inv_1: 4
or3_1: 5
[power groups by stage]
stage,clock [mW],combinational [mW],sequential (mW)
after CTS,0.102,0.00471,0.175
after global routing,0.108,0.00521,0.175
final,0.0946,0.00432,0.175
[logic make-up (layout without fill, tap and decap cells)]
kind of cell | Yosys count | after routing | share of synthesized area, %
flip-flops | 26 | 26 | 48.96
AND-OR/OR-AND | 21 | 21 | 9.134
AND/OR/NAND/NOR | 57 | 57 | 28.53
XOR/XNOR | 12 | 12 | 7.910
multiplexers | 1 | 1 | 0.7533
adder cells (fa/ha/maj) | 1 | 1 | 0.9415
buffers and inverters | 9 | 10 | 3.766
[stage by stage]
stage	power [mW]	worst slack (ps)	util (%)	cells	hold WS, ps
2_1_floorplan	0.1786	4350	-	127	420.4
3_3_place_gp	0.1833	3965	22.33	202	458.9
3_5_place_dp	0.1832	3915	22.33	202	460.1
4_1_cts	0.2815	3673	22.98	205	479.1
5_1_grt	0.2885	3625	22.98	205	504.4
6_report	0.2739	3702	22.98	205	471.0
[cell type report]
type / count / area (um^2) / area share, %
multi-input cells: 92 / 628.1 / 43.05
repair buffers: 3 / 27.53 / 1.887
clock buffers: 3 / 41.29 / 2.830
flip-flops and latches: 26 / 650.6 / 44.60
inverters: 4 / 15.01 / 1.029
well taps: 77 / 96.34 / 6.604
Power figures rest on the tool's default switching activity, not on a simulated workload.
